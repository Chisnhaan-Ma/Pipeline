==> /design/flow/design.v <==
module hazard_detection(
    input  logic [31:0] i_hazard_inst_execute,
    input  logic [4:0]  i_hazard_rs1_addr_decode,
    input  logic [4:0]  i_hazard_rs2_addr_decode,
    input  logic [1:0]  i_hazard_wb_sel_execute,         
    input  logic        i_hazard_rd_wren_execute,        
    input  logic  [31:0]      i_hazard_inst_decode,
    output logic        Stall
);
    logic [4:0] rd_addr_execute;
    assign rd_addr_execute = i_hazard_inst_execute[11:7];
    always_comb begin
			if ((i_hazard_wb_sel_execute == 2'b00 && i_hazard_rd_wren_execute == 1'b1) && (rd_addr_execute != 5'd0) && (rd_addr_execute == i_hazard_rs1_addr_decode || rd_addr_execute == i_hazard_rs2_addr_decode)) begin
				 Stall = 1'b1;
			end
			else Stall = 1'b0;
    end
endmodule
==> /design/flow/run.sh <==
#!/bin/bash
# OpenROAD 26Q1-2900-gdf79404cd8, Yosys 0.63+post, stock flow scripts
make -C /OpenROAD-flow-scripts/flow DESIGN_CONFIG=/design/flow/config.mk WORK_HOME=/design/flow/orfs finish
==> /design/flow/config.mk <==
export PLATFORM = sky130hd
export DESIGN_NAME = hazard_detection
export DESIGN_NICKNAME = hazard_detection
export VERILOG_FILES = /design/flow/design.v
export SDC_FILE = /design/flow/constraint.sdc
export NUM_CORES = 4
export LEC_CHECK = 1
export CORE_AREA = 10 10 70 70
export DIE_AREA = 0 0 80 80
==> /design/flow/constraint.sdc <==
current_design hazard_detection

set clk_period 1.5
set clk_io_pct 0.2

create_clock -name clk0 -period $clk_period

set non_clock_inputs [all_inputs -no_clocks]
set_input_delay [expr $clk_period * $clk_io_pct] -clock clk0 $non_clock_inputs
set_output_delay [expr $clk_period * $clk_io_pct] -clock clk0 [all_outputs]
==> flow_metrics.env <==
# flow metrics
export IMPL_whs_ns=1.02
export IMPL_ff_count=0
export IMPL_drc_errors=0
export IMPL_grt_total_usage_pct=2.01
export IMPL_hpwl_um=650
export IMPL_startpoint="i_hazard_inst_execute[10]"
export IMPL_antenna_found_initial=0
export IMPL_drt_total_wl_um=721
export IMPL_wl_per_cell_um=8.38
export IMPL_setup_viol=1
export IMPL_powerDensity_mw_per_mm2=205
export IMPL_seq_area_um2=0
export IMPL_synthCells=18
export IMPL_cp_cell_sequence="buf_6 > or4_4 > o211ai_2 > a21oi_2 > buf_2"
export IMPL_final_util_pct=11.8
export IMPL_drt_iter0_drc=0
export IMPL_synth_area_per_cell_um2=7.58
export IMPL_critPathSlowestCell="or4_4"
export IMPL_core_rowCount=21
export IMPL_crit_required_ns=1.20
export IMPL_dr_pass1_iters=1
export IMPL_max_freq_mhz=656
export IMPL_max_stage_delay_ns=0.52
export IMPL_hp_class="input port to primary output"
export IMPL_syn_area_um2=136
export IMPL_grt_max_degree=4
export IMPL_hold_viol_final=0
export IMPL_end_kind="primary output"
export IMPL_finalPower_mw=0.0825
export IMPL_ant_nets=0
export IMPL_finalCriticalPeriod_ns=1.52
export IMPL_ys_warn_count=1
export IMPL_nFillCells=402
export IMPL_worst_slack_ns=-0.0240
export IMPL_topCellsByArea="xor2_1 39%, xnor2_1 26%, o211ai_2 9.2%"
export IMPL_pwr_share_clk_pct=0
export IMPL_slew_viol_final=0
export IMPL_p_comb_share_pct=100.0
export IMPL_ys_cells=18
export IMPL_criticalPathCategory="input port to primary output"
export IMPL_status="finished, violations left"
export IMPL_ctsHoldBuffers=0
export IMPL_relSlewSlack_pct=88.2
export IMPL_ios=78
export IMPL_fin_crit_sh_pct=102
export IMPL_rsz0062_at_grt="true"
export IMPL_p_sw_mw=0.0278
export IMPL_n_antenna_cell=0
export IMPL_min_from="i_hazard_rs1_addr_decode[3]"
export IMPL_port_buffers=19
export IMPL_logic_area_um2=144
export IMPL_synth_chip_area_um2=136
export IMPL_holdPathStages=5
export IMPL_cp_arrival_ns=1.22
export IMPL_drt_vias_per_instance=2.28
export IMPL_post_synth_num_cell_types=8
export IMPL_fp_util_pct=3.99
export IMPL_critical_path_peak_fanout=2
export IMPL_drive_above_1_share_pct=30.0
export IMPL_grt_overflow_total=0
export IMPL_synth_top_area_share_pct=38.5
export IMPL_warnings=93
export IMPL_placedCellCount=85
export IMPL_p_sw_share_pct=33.7
export IMPL_pre_cts_slack_ns=-0.750
export IMPL_chip_area_mm2=0.00640
export IMPL_dr_total_vias=196
export IMPL_largest_area_cell="xor2_1"
export IMPL_core_area_mm2=0.00342
export IMPL_die_w_um=80
export IMPL_grt_pass1_vias=222
export IMPL_die_y_um=80
export IMPL_synth_seq_share_pct=0
export IMPL_p_leak_nw=0.162
export IMPL_gp_congestion=0.806
export IMPL_crit_path_start_kind="input port"
export IMPL_intPower_mw=0.0547
export IMPL_tightest_slew_ns=0.175
export IMPL_area_growth_pct=195
export IMPL_seqPwrFrac_pct=0
export IMPL_violations="setup timing"
export IMPL_grt_pass1_wl_mm=1.07
export IMPL_final_clkbuf_count=0
export IMPL_ir_drop_mv=0.0202
export IMPL_final_cells=86
export IMPL_drv_cap=0
## metrics by stage
stage,instance area (µm²),setup TNS (ns)
after floorplan,136,0
after global placement,399,-0.739
after detailed placement,399,-0.750
after CTS,395,-0.0499
after global routing,403,-0.0572
final,403,-0.0240
## synthesized netlist by cell type
library cell,number
o211ai_2,1
nand3_1,2
a21oi_1,1
xnor2_1,4
nor2_1,1
or4_1,1
nor3_1,2
xor2_1,6
## final timing paths
check | end | slack (ns)
worst min-delay path | Stall | 1.02
worst max-delay path | Stall | -0.02
## worst max-delay path, delay by kind of cell
family	cells	cell delay (ns)
simple gates	1	0.52
buf+inv	2	0.20
compound gates	2	0.20
## power by group through the flow
stage / combinational, mW / clock [mW] / sequential (mW)
global route: 0.0913 / 0 / 0
CTS: 0.0822 / 0 / 0
finish: 0.0825 / 0 / 0
## area by class of cell
class	instances	area share, %
Multi-Input combinational cell	18	35.7
Timing Repair Buffer	22	50.0
Tap cell	46	14.3
## per-layer routing
layer | up-vias | share of wire [%] | global-route usage [%]
met5 | - | 0 | 0
met4 | 0 | 0 | 0
met3 | 0 | 14 | 0.909
met2 | 11 | 49 | 3.61
met1 | 77 | 36 | 2.24
li1 | 108 | - | -
## what timing repair did
action | in CTS | in global routing
setup endpoints to repair | 1 | 1
resized | 34 | 9
pin swaps | 8 | 10
buffers inserted | 1 | 0
## cell families after synthesis
| family | count (synthesis) | synth area share [%] |
|---|---|---|
| xor+xnor | 10 | 64.2 |
| simple gates | 6 | 22.9 |
| compound gates | 2 | 12.8 |
## cells in the final DEF, fill, tap and decap left out, drive strengths merged
cell	netlist	final
buf	0	8
xor2	6	6
dlygate4sd2	0	5
xnor2	4	4
clkdlybuf4s15	0	4
clkdlybuf4s50	0	3
nor3	2	2
nand3	2	2
or4	1	1
nor2	1	1
o211ai	1	1
a21oi	1	1
dlymetal6s2s	0	1
clkbuf	0	1
No activity file was given, so power comes from the tool's default toggle rates.
