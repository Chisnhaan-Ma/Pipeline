## flow/run.sh

```bash
#!/bin/bash
# OpenROAD 26Q1-2900-gdf79404cd8, Yosys 0.63+post, stock flow scripts
make -C /OpenROAD-flow-scripts/flow DESIGN_CONFIG=/design/flow/config.mk WORK_HOME=/design/flow/orfs finish
```

## flow/constraint.sdc

```tcl
current_design load_unit

set clk_period 3.6
set clk_io_pct 0.2

create_clock -name clk0 -period $clk_period

set non_clock_inputs [all_inputs -no_clocks]
set_input_delay [expr $clk_period * $clk_io_pct] -clock clk0 $non_clock_inputs
set_output_delay [expr $clk_period * $clk_io_pct] -clock clk0 [all_outputs]
```

## flow/design.v

```verilog
module load_unit(
    input  logic [31:0] i_load_data,  
    input  logic [2:0]  i_load_type,   
    output logic [31:0] o_load_result); 
    always @(*) begin
        case (i_load_type)
            3'b000: o_load_result = {{24{i_load_data[7]}}, i_load_data[7:0]};   
            3'b001: o_load_result = {{16{i_load_data[15]}}, i_load_data[15:0]};  
            3'b010: o_load_result = i_load_data;   
            3'b100: o_load_result = {24'b0, i_load_data[7:0]};   
            3'b101: o_load_result = {16'b0, i_load_data[15:0]};  
            default: o_load_result = 32'b0000;  
        endcase
    end
endmodule
```

## flow/config.mk

```make
export PLATFORM = sky130hd
export DESIGN_NAME = load_unit
export DESIGN_NICKNAME = load_unit
export VERILOG_FILES = /design/flow/design.v
export SDC_FILE = /design/flow/constraint.sdc
export NUM_CORES = 4
export LEC_CHECK = 1
export CORE_AREA = 10 10 70 70
export DIE_AREA = 0 0 80 80
```

==> deck_impl_summary.md <==
Flow Results at a Glance

Route
  • DRT iter0 DRCs: 11
  • DRC: 0
  • Detailed Route WL: 2.54 mm
  • Vias: 741
  • Detail Route Antenna Nets: 0
  • DR WL/cell: 14.4 um
  • Number of diodes: 0
  • TritonRoute pass-1 iters: 3
  • Vias per std cell: 4.19

STA
  • Fmax: 0.300 GHz
  • Worst slew margin: 0.441
  • Final hold vios: 0
  • TNS Setup: 0 ps
  • Crit share post-route: 0.927
  • Slew Limit Fails: 0
  • Final Setup Violations: 0
  • Unrepaired setup endpoints after global routing: false
  • Final min period: 3340 ps
  • Worst-Margin Slew: 838 ps

Synthesis
  • Syn Area/Cell: 8.35 um2
  • Mapped Area: 593 um2
  • Post-synthesis sequential area ratio: 0
  • Synth top area share: 0.405
  • Yosys warns: 1
  • Most common cell in the synthesized netlist: mux2i_1
  • Synthesis area per yosys: 593 um2
  • Synth unique cells: 15
  • Top cells by area: mux2i_1, o2bb2ai_1, buf_6
  • Top cells by count, synth: mux2i_1, o21ai_1, and2_1
  • Largest area contributor in the netlist: mux2i_1
  • Cells in synth_stat.txt: 71
  • Mapped Cells: 71

Power and ir drop
  • Sw Ratio: 0.303
  • Internal power: 0.0974 mW
  • Switching pwr: 0.0423 mW
  • Comb pwr share: 1.000
  • Seq pwr share: 0
  • Clock group share of total power: 0
  • VDD IR-drop max: 0.0533 mV
  • Leak pwr: 0.494 nW
  • Power per cell area: 111 nW/um2

Clock network
  • Post-CTS setup buffer count: 0
  • Post-cts gate resize count: 0
  • Post-CTS Hold Buffers: 0

Setup path
  • WP data arrival: 2620 ps
  • Startpoint Class: primary input
  • CP Capture Type: output port
  • Max FO, Critical Path: 24
  • CP Data Required Time: 2880 ps
  • Crit Path Category: primary input to output port

Floorplan
  • Top-Level Pins: 67
  • Core region area: 3420 um2
  • Die W: 80 um
  • Rows: 21
  • Total die size: 6400 um2
  • FP Core Util: 0.174
  • Chip Height: 80 um

Placed design
  • Port Buffers: 67
  • Dpl hpwl: 2.21 mm
  • Number of placed instances, taps included: 177
  • RePlAce Congestion: 0.664

Global routing
  • First-pass GRT wire length: 3.82 mm
  • GRT overflow: 0
  • Overall global routing resource usage: 0.0718
  • Initial antenna violation count: 0
  • Largest net degree at the start of global routing: 26
  • Vias in the first global route: 730

Layout
  • Sequential Area: 0 um2
  • Post-Layout Cell Count: 177
  • P&R area growth vs syn: 113%
  • Seq cells: 0
  • Layout cells sized above 1: 0.0687
  • Clock buffer count: 0

Hold path
  • WHS Endpoint: o_load_result[3]
  • HP Start: i_load_data[3]
  • Hold Path Depth: 3
  • Worst Hold Class: primary input to output port

Run status
  • Status: completed

Flow run
  • Maxcap violations: 0
  • Tool Warnings: 32
cells by family after synthesis:
| group | count (synthesis) | synth area share |
|---|---|---|
| buffers and inverters | 11 | 0.152 |
| muxes | 24 | 0.405 |
| and+or+nand+nor | 11 | 0.152 |
| AOI/OAI and AO/OA | 25 | 0.291 |
cell usage in the layout, fill, tap and decap left out, drive strengths merged:
cell,instances
nand4bb,1
or2,1
o21ai,17
nor2b,1
buf,4
clkdlybuf4s50,67
mux2i,24
and2,8
o2bb2ai,8
worst max-delay path, stage by stage:
cell	delay [ps]
clkdlybuf4s50_1	540
or2_1	680
o21ai_0	210
clkdlybuf4s50_1	460
worst max-delay path by stage:
| stage | from | end | slack (ps) | cells after the start |
|---|---|---|---|---|
| final | i_load_type[0] | o_load_result[26] | 260 | 4 |
| after global routing | i_load_type[0] | o_load_result[25] | 100 | 4 |
| after CTS | i_load_type[0] | o_load_result[25] | 230 | 4 |
power by group through the flow:
stage	Combinational [mW]	Clock [mW]	Sequential (mW)
4_1_cts	0.143	0	0
6_report	0.140	0	0
5_1_grt	0.151	0	0
layout make-up:
class	instances	area, um2
multi-input combinational	60	503
tap	46	57.6
timing repair buffer	71	701
fill	376	2150
routing by layer:
layer / wire length, um / global-route usage / vias to the layer above
li1: - / - / 386
met1: 990 / 0.0837 / 334
met2: 1430 / 0.141 / 21
met3: 117 / 0.00909 / 0
met4: 0 / 0 / 0
met5: 0 / 0 / -
stage by stage:
stage / power (mW) / util / hold slack [ps] / cell area (um2) / setup WS, ps
floorplan: 0.0514 / - / 1500 / 593 / 1560
global placement: 0.141 / 0.369 / 2360 / 1260 / 268
detailed placement: 0.142 / 0.369 / 2360 / 1260 / 252
CTS: 0.143 / 0.369 / 2360 / 1260 / 227
global route: 0.151 / 0.369 / 2380 / 1260 / 104
finish: 0.140 / 0.369 / 2360 / 1260 / 263
Power figures rest on the tool's default switching activity, not on a simulated workload.
