### config.mk
export PLATFORM = sky130hd
export DESIGN_NAME = forward
export DESIGN_NICKNAME = forward
export VERILOG_FILES = /design/flow/design.v
export SDC_FILE = /design/flow/constraint.sdc
export NUM_CORES = 4
export LEC_CHECK = 1
export CORE_AREA = 10 10 70 70
export DIE_AREA = 0 0 80 80
### constraint.sdc
current_design forward

set clk_period 2.8
set clk_io_pct 0.2

create_clock -name clk0 -period $clk_period

set non_clock_inputs [all_inputs -no_clocks]
set_input_delay [expr $clk_period * $clk_io_pct] -clock clk0 $non_clock_inputs
set_output_delay [expr $clk_period * $clk_io_pct] -clock clk0 [all_outputs]
### design.v
module forward(
    input logic [31:0]  i_fwd_inst_execute,
    input logic [4:0]   i_fwd_rd_addr_at_mem,
    input logic [4:0]   i_fwd_rd_addr_at_wb,
    input logic         i_fwd_rd_wren_at_mem,
    input logic         i_fwd_rd_wren_at_wb,
    output logic [1:0]  o_fwd_operand_a_execute,
    output logic [1:0]  o_fwd_operand_b_execute
);
    logic [4:0] rs1_addr_execute; 
    logic [4:0] rs2_addr_execute;
    logic [6:0] opcode_fwd;
    assign rs1_addr_execute = i_fwd_inst_execute[19:15];
    assign rs2_addr_execute = i_fwd_inst_execute[24:20];
    assign opcode_fwd       = i_fwd_inst_execute[6:0];
    always @ (*) begin
            if ((i_fwd_rd_addr_at_mem != 5'd0) && (i_fwd_rd_addr_at_mem == rs1_addr_execute)&&(i_fwd_rd_wren_at_mem))
                o_fwd_operand_a_execute = 2'b01;   
            else if ((i_fwd_rd_addr_at_wb != 5'd0) && (i_fwd_rd_addr_at_wb == rs1_addr_execute)&&(i_fwd_rd_wren_at_wb))
                o_fwd_operand_a_execute = 2'b10;   
            else o_fwd_operand_a_execute = 2'b00;
            if ((i_fwd_rd_addr_at_mem != 5'd0) && (i_fwd_rd_addr_at_mem == rs2_addr_execute)&&(i_fwd_rd_wren_at_mem))
                o_fwd_operand_b_execute = 2'b01;   
            else if ((i_fwd_rd_addr_at_wb != 5'd0) && (i_fwd_rd_addr_at_wb == rs2_addr_execute)&&(i_fwd_rd_wren_at_wb))
                o_fwd_operand_b_execute = 2'b10;   
            else o_fwd_operand_b_execute = 2'b00;
    end
endmodule
### run.sh
#!/bin/bash
# OpenROAD 26Q1-2900-gdf79404cd8, Yosys 0.63+post, stock flow scripts
make -C /OpenROAD-flow-scripts/flow DESIGN_CONFIG=/design/flow/config.mk WORK_HOME=/design/flow/orfs finish
==> impl_metrics.env <==
# implementation run metrics
export IMPL_outcome="finished clean"
export IMPL_post_route_util=0.1842
export IMPL_hold_worst_slack_ns=1.910
export IMPL_yosys_warning_count=1
export IMPL_timing_fmax_mhz=369.5
export IMPL_synth_stat_cells=34
export IMPL_grt_util_all_layers=0.03764
export IMPL_vias_in_the_first_global_route=420
export IMPL_grt_first_pass_wirelength_um=2028
export IMPL_postPlaceCellArea_sq_um=620.6
export IMPL_worst_setup_slack_after_placement_ns=-0.3630
export IMPL_finalNonFillerCells=112
export IMPL_antenna_found_initial=0
export IMPL_routed_wl_um=1226
export IMPL_core_region_area_sq_um=3416
export IMPL_min_delay_path_depth=4
export IMPL_postSynthAreaPerCell_sq_um=7.581
export IMPL_timing_worst_slew_pin_value_ns=0.2616
export IMPL_p_leak_nw=0.2131
export IMPL_die_width_um=80
export IMPL_cp_launch_type="input pin"
export IMPL_worst_ep_arrival_time_ns=2.15
export IMPL_detail_route_drc_violations=0
export IMPL_total_die_area_sq_um=6400
export IMPL_syn_cell_area_sq_um=257.7
export IMPL_design_portCount=48
export IMPL_vias_per_cell=3.179
export IMPL_hpwlAfterDp_um=1117
export IMPL_die_height_um=80
export IMPL_globalRoute_totalOverflow=0
export IMPL_layout_worst_path_cycle_share=0.9666
export IMPL_layout_cell_area_non_filler_sq_um=629.4
export IMPL_rsz0062_at_grt="false"
export IMPL_count_of_warning_messages_emitted_by_the_tools=54
export IMPL_setup_viol_count_final=0
export IMPL_firstDrtPassIters=2
export IMPL_synth_yosys_seq_area_share=0
export IMPL_via_count=356
export IMPL_antenna_left=0
export IMPL_syn_inst=34
export IMPL_sequential_cell_total=0
export IMPL_place_inst=112
export IMPL_worst_hold_path_class="in -> out"
export IMPL_cp_required_ns=2.24
export IMPL_layout_min_cycle_time_ns=2.707
export IMPL_gp_congestion=0.7967
export IMPL_place_port_buffers=26
export IMPL_max_cap_violations=0
export IMPL_count_of_clock_buffers_in_the_final_design=0
export IMPL_wl_per_cell_um=10.95
export IMPL_floorplan_rows=21
export IMPL_ff_latch_area_sq_um=0
export IMPL_synth_chip_area_sq_um=257.7
export IMPL_cts_hold_fix_buffers=0
export IMPL_layout_area_overhead_vs_synth_pct=144.2
export IMPL_post_route_cells_drive_above_1_share=0.1515
export IMPL_report_final_hold_viol_count=0
export IMPL_layout_setup_ws_ns=0.09341
export IMPL_worst_path_max_fanout=2
export IMPL_detail_route_antenna_diodes=0
export IMPL_grt_start_max_net_pins=4
export IMPL_max_slew_margin=0.8241
export IMPL_drtIter0Drc=12
export IMPL_timing_final_max_slew_violations=0
export IMPL_max_vdd_ir_drop_mv=0.01970
export IMPL_crit_path_end_kind="output pin"
export IMPL_fp_utilization=0.07546
export IMPL_power_density_relative_to_cell_area_nw_per_um2=128.9
export IMPL_synth_cell_types=9
export IMPL_path_class="in -> out"
-- power breakdown --
group / internal, mW / switching, mW / total (mW)
registers: 0 / 0 / 0
logic: 0.0509 / 0.0302 / 0.0811
clock network: 0 / 0 / 0
-- through the flow --
| stage | total power, mW | setup TNS, ns |
|---|---|---|
| after floorplan | 0.02884 | 0 |
| after global placement | 0.08074 | -0.8405 |
| after detailed placement | 0.08082 | -0.8182 |
| after CTS | 0.08050 | 0 |
| after global routing | 0.08894 | 0 |
| final | 0.08112 | 0 |
-- repair_timing --
item / in CTS / in global routing
buffers inserted: 0 / 0
endpoints found under the hold margin: 0 / 0
resized: 8 / 1
pin swaps: 3 / 0
setup endpoints to repair: 4 / 1
-- final cells by class --
type	count	area (sq um)
fillers	382	2786
multi-input cells	34	274.0
well taps	46	57.56
repair buffers	32	297.8
-- cells in the final DEF (no fill, tap or decap) --
cell and instances:
nor4_1 2, nand2_1 2, buf_4 6, dlygate4sd2_1 6, or4_4 1, clkdlybuf4s50_1 20
xnor2_1 16, o21ai_2 1, nor4_2 2, xor2_1 4, nor2_1 1, nand4_1 2
or4_1 1, nand3_1 2
-- synth_stat cells --
library cell / n / area share
xnor2_1: 16 / 0.54
o21ai_2: 1 / 0.034
nor2_1: 1 / 0.015
nand2_1: 2 / 0.029
nor4_1: 4 / 0.097
nand3_1: 2 / 0.039
or4_1: 2 / 0.058
nand4_1: 2 / 0.049
xor2_1: 4 / 0.14
-- cells by family after synthesis --
| group | synth area share |
|---|---|
| simple gates | 0.2864 |
| compound gates | 0.03399 |
| xor+xnor | 0.6796 |
-- critical path: stages --
cell and delay (ns):
clkdlybuf4s50_1 0.53, xnor2_1 0.14, nand3_1 0.12, nor4_2 0.19
buf_4 0.15, clkdlybuf4s50_1 0.46
-- routing by layer --
layer	track usage	routed length, um	vias up
li1	-	-	186
met1	0.04944	545	153
met2	0.06100	512	17
met3	0.01364	168	0
met4	0	0	0
met5	0	0	-
-- path summary, 6_finish.rpt --
kind                          startpoint                         end  slack (ns)
hold / removal       i_fwd_rd_wren_at_wb  o_fwd_operand_b_execute[1]        1.91
setup / recovery  i_fwd_inst_execute[18]  o_fwd_operand_a_execute[0]        0.09
Power and IR drop assume default switching activity.
